<file path="./design.v">
`timescale 1ns / 1ps
module counter	
	#(
		parameter N=4,  
					 M=10  
	)
	(
		input wire clk, add, reset,
		output wire[N-1:0]value
    );
	reg [N-1:0] counter;
	wire [N-1:0] counter_next;
	always @(posedge clk, posedge reset)
		if (reset)
			counter <= 0;
		else
			counter <= counter_next;
	assign counter_next = add ?
		((counter == (M-1)) ? 0 : counter + 1) : counter;
	assign value = counter;
endmodule
`timescale 1ns / 1ps
module mod_m_timer
	#(
		parameter N=4,  
					 M=10  
	)
	(
		input wire clk, reset,
		output wire tick
    );
	reg [N-1:0] counter;
	wire [N-1:0] counter_next;
	always @(posedge clk, posedge reset)
		if (reset)
			counter <= 0;
		else
			counter <= counter_next;
	assign counter_next = (counter == (M-1)) ? 0 : counter + 1;
	assign tick = (counter == (M-1)) ? 1'b1 : 1'b0;
endmodule
`timescale 1ns / 1ps
module vga_palette16(
		input intensity,
		input [2:0] color,
		output [2:0] red, green,
		output [1:0] blue
    );
	wire [2:0] on, off;
	assign off = intensity ? 3'b010 : 3'b000;
	assign on = intensity ? 3'b111 : 3'b101;
	assign red = color[2] ? on : off;
	assign green = ((intensity == 0) && (color == 3'b110)) ? 3'b010 :
		color[1] ? on : off;
	assign blue = color[0] ? on[2:1] : off[2:1];
endmodule
`timescale 1ns / 1ps
module vga_sync(
		input wire clk, reset,
		output wire hsync_n, vsync_n, video_on, p_tick,
		output wire [9:0] pixel_x, pixel_y
    );
	localparam HD = 640;
	localparam HF = 48;
	localparam HB = 16;
	localparam HR = 96;
	localparam VD = 480;
	localparam VF = 10;
	localparam VB = 33;
	localparam VR = 2;
	reg mod2_reg;
	wire mod2_next;
	reg [9:0] h_count_reg, h_count_next;
	reg [9:0] v_count_reg, v_count_next;
	reg v_sync_reg, h_sync_reg;
	wire v_sync_next, h_sync_next;
	wire h_end, v_end, pixel_tick;
	always @(posedge clk, posedge reset)
		if (reset)
			begin
				mod2_reg <= 1'b0;
				v_count_reg <= 0;
				h_count_reg <= 0;
				v_sync_reg <= 1'b0;
				h_sync_reg <= 1'b0;
			end
		else
			begin
				mod2_reg <= mod2_next;
				v_count_reg <= v_count_next;
				h_count_reg <= h_count_next;
				v_sync_reg <= v_sync_next;
				h_sync_reg <= h_sync_next;
			end
	assign mod2_next = ~mod2_reg;
	assign pixel_tick = mod2_reg;
	assign h_end = (h_count_reg == (HD+HF+HB+HR-1));
	assign v_end = (v_count_reg == (VD+VF+VB+VR-1));
	always @*
		if (pixel_tick)
			if (h_end)
				h_count_next = 0;
			else
				h_count_next = h_count_reg + 1;
		else
			h_count_next = h_count_reg;
	always @*
		if (pixel_tick & h_end)
			if (v_end)
				v_count_next = 0;
			else
				v_count_next = v_count_reg + 1;
		else
			v_count_next = v_count_reg;
	assign h_sync_next = (h_count_reg >= (HD+HB) &&
								 h_count_reg <= (HD+HB+HR-1)) ? 0 : 1;
	assign v_sync_next = (v_count_reg >= (VD+VB) &&
								 v_count_reg <= (VD+VB+VR-1)) ? 0 : 1;
	assign video_on = (h_count_reg < HD) && (v_count_reg < VD);
	assign hsync_n = h_sync_reg;
	assign vsync_n = v_sync_reg;
	assign pixel_x = h_count_reg;
	assign pixel_y = v_count_reg;
	assign p_tick = pixel_tick;
endmodule
`timescale 1ns / 1ps
module coord_transformer(
		input clk, reset, vsync,
		input [9:0] x, y,
		output [9:0] new_x, new_y
		);
	wire increase;
	reg [9:0] shift_value_reg;
	wire [9:0] shift_value_next;
	wire [10:0] raw_x_value;
	mod_m_timer #(.N(19), .M(400000)) divider(.clk(clk), .reset(reset), .tick(increase));
	counter #(.N(10), .M(640)) x_shift(.clk(clk), .reset(reset), .add(increase), .value(shift_value_next));
	always @(posedge clk)
		if (reset)
			shift_value_reg <= 10'b0000000000;
		else
			if (vsync)
				shift_value_reg <= shift_value_next;
	assign raw_x_value = shift_value_reg + x;
	assign new_x = (raw_x_value < 640) ? raw_x_value : (raw_x_value - 640);
	assign new_y = y;
endmodule
`timescale 1ns / 1ps
module pixel_decoder(
		input clk, reset, video_on,
		input [9:0] pixel_x, pixel_y,
		output intensity, 
		output [2:0] color
    );
	reg [2:0] color_reg, color_next;
	reg intensity_reg, intensity_next;
	always @(posedge clk, posedge reset)
	if (reset)
		begin
			color_reg <= 3'b000;
			intensity_reg <= 1'b0;
		end
	else
		begin
			color_reg <= color_next;
			intensity_reg <= intensity_next;
		end
	always @*
		begin
			color_next = (pixel_x < 80) ? 3'b000 :
				(pixel_x < 2*80) ? 3'b001 :
				(pixel_x < 3*80) ? 3'b010 :
				(pixel_x < 4*80) ? 3'b011 :
				(pixel_x < 5*80) ? 3'b100 :
				(pixel_x < 6*80) ? 3'b101 :
				(pixel_x < 7*80) ? 3'b110 : 3'b111;
			intensity_next = pixel_y < 240 ? 1'b0 : 1'b1;
		end
	assign color = (video_on) ? color_reg : 3'b000;
	assign intensity = (video_on) ? intensity_reg : 1'b0;
endmodule
`timescale 1ns / 1ps
module vgademo(
		input clk, btn,
		output wire [2:0] vgaRed,
		output wire [2:0] vgaGreen,
		output wire [1:0] vgaBlue,
		output vgaHsync, vgaVsync
    );
	wire video_on;
	wire reset;
	wire [9:0] pixel_x, pixel_y;
	wire [9:0] transformed_x, transformed_y;
	wire [2:0] color;
	wire intensity;
	wire vsync_n, vsync;
	vga_sync vsync_unit
		(.clk(clk), .reset(reset), .hsync_n(vgaHsync), .vsync_n(vsync_n),
		 .video_on(video_on), .p_tick(), .pixel_x(pixel_x), .pixel_y(pixel_y));
	pixel_decoder pixel_unit
		(.clk(clk), .reset(reset), .pixel_x(transformed_x), .pixel_y(transformed_y),
		  .video_on(video_on), .color(color), .intensity(intensity));
	vga_palette16 palette_unit
		(.color(color), .intensity(intensity),
		 .red(vgaRed), .green(vgaGreen), .blue(vgaBlue));
	coord_transformer transform
		(.clk(clk), .reset(reset), .vsync(vsync), .x(pixel_x), .y(pixel_y), .new_x(transformed_x), .new_y(transformed_y));
	assign reset = btn;
	assign vgaVsync = vsync_n;
	assign vsync = ~vsync_n;
endmodule
</file>
<file path="./run.sh">
#!/bin/bash
# OpenROAD 26Q1-2900-gdf79404cd8, Yosys 0.63+post, stock flow scripts
make -C /OpenROAD-flow-scripts/flow DESIGN_CONFIG=/design/flow/config.mk WORK_HOME=/design/flow/orfs finish
</file>
<file path="./config.mk">
export PLATFORM = sky130hd
export DESIGN_NAME = vgademo
export DESIGN_NICKNAME = vgademo
export VERILOG_FILES = /design/flow/design.v
export SDC_FILE = /design/flow/constraint.sdc
export NUM_CORES = 4
export LEC_CHECK = 1
export CORE_UTILIZATION = 50
</file>
<file path="./constraint.sdc">
current_design vgademo

set clk_period 3.9
set clk_io_pct 0.2

create_clock -name clk0 -period $clk_period [get_ports {clk}]

set non_clock_inputs [all_inputs -no_clocks]
set_input_delay [expr $clk_period * $clk_io_pct] -clock clk0 $non_clock_inputs
set_output_delay [expr $clk_period * $clk_io_pct] -clock clk0 [all_outputs]
</file>
==> changes_impl.md <==
### Changed

- Hold buffer count at CTS: 0
- CTS sink cnt: 66
- Crit. path cell count: 14
- Critical Path Fanout Max: 6
- Initial antenna violation count: 0
- Sequential element share of the synthesized area: 43.4%
- Internal: 0.00111 W
- Fp util: 52.9%
- Rows: 30
- Leakage: 1.99 nW
- Hold path cells: 1
- R2r setup slk: 0.22 ns
- Yosys Instances: 382
- Clock Power Share: 49.3%
- TNS Setup: 0 ns
- Crit path buf inv count: 0
- FF-to-FF path depth: 14
- Outcome: finished clean
- Slowest stage cell on the critical path: dfrtp_1
- Total Routed Length: 6760 µm
- CP delay by family, top: simple AND/OR/NAND/NOR gates
- Post-cts resize count: 0
- Clock Latency Late Sink: 0.33 ns
- Routed vias: 2748
- Switch Pwr: 0.000265 W
- Critical R2R Capture: pixel_unit.color_reg[0]
- Switching Share: 19.3%
- CP startpoint: vsync_unit.h_count_reg[2]
- Crit-path cells: ha_1 -> or3_4 -> o221a_4 -> a221oi_4 -> xor2_2 -> ha_2 -> nand2b_4 -> nor2_1 -> mux2_2 -> nor4b_4 -> nor3b_2 -> o21bai_1 -> a32o_2 -> a21oi_2
- Vias per inst: around 5.5
- Power density over the cells: roughly 330 nW/µm²
- Total CTS buffers: 9
- Ports: 12
- GP Congestion: 0.918
- Commonest non-fill, non-tap cells in the layout: dfrtp_1, nor2_1, nand2_1, o21ai_0, xnor2_1
- Post-synth EDFFs: 0
- Total grt overflow: 0
- Commonest Layout Cell: dfrtp_1
- Fin. max-slew vios: 0
- Layout cells sized above 1: 9.34%
- Die W: 88.0 µm
- Largest stage delay on the critical path: 0.42 ns
- Floorplan core area: ~7000 µm²
- Post-CTS Setup Repair Bufs: 0
- Arrival time at the worst endpoint: just under 4 ns
- Pin count of the biggest net entering global routing: 37
- First-pass GRT wire length: 11300 µm
- Drt wl/cell: ~13 µm
- CP Capture Type: flop
- Flop pwr share: 49.7%
- Clock Skew: 0.00850 ns
- Max_cap viols: 0
- Minimum clock period: 3.68 ns
- Clk buf depth: 2
- Die boundary height: around 90 µm
- Fmax: 0.272 GHz
- RSZ-0062 raised after global routing: false
- Placed wire-length estimate: 4840 µm
- Synth Register Bits: 66
- Yosys warning count: 5
- Dominant synthesized flop cell: dfrtp_1
- Max reg flops: 19
- Crit Path Category: flop to flop
- Critical R2R Launch: vsync_unit.h_count_reg[2]
- Clock root buffer master: clkbuf_8
- CTS clk-pin slew, worst paths: 0.07 ns
- CTS tree: done
- Critical Path RT: 4.17 ns
- Final setup violation count: 0
- GRT Util Overall: 19.2%
- Worst Tran Pin Value: 0.774 ns
- Log Warnings: 30
- Pre-antenna DRT Iters: 4
- Number of port buffers: 11
- # DRC: 0
- Slew headroom: 47.6%
- Final hold violations: 0
- Synthesis area per yosys: between 3000 and 4000 µm²
- Syn Inst Count: 382
- FFs w/ async S/R, synth: 84.8%
- Max IR drop VDD: ~0.00023 V
- Synth cell types: ~57
- Cell area after synthesis: 3690 µm²
- Final core area utilization: between 60% and 70%
- DR iter-0 viols: 125
- Vias in the first global route: 2510
- Largest Register: transform.divider.counter
- Gate power share: 1.0%
- Setup crit start kind: flop
- Post-route ant nets: 0
- Post-layout period usage: 94.4%
- Synth Area per Inst: 9.67 µm²
- H-tree depth: 3
- Ant. Diodes: 0
- End of the critical path: pixel_unit.color_reg[0]
- Die area: 7740 µm²
- P&R area growth vs syn: 13.7%
- Worst Hold Class: flop to flop
worst reg2reg max path: stages (launching register included):
cell	delay, ns
dfrtp_1	0.42
ha_1	0.26
or3_4	0.41
o221a_4	0.26
a221oi_4	0.32
xor2_2	0.18
ha_2	0.24
nand2b_4	0.15
nor2_1	0.04
mux2_2	0.28
nor4b_4	0.36
nor3b_2	0.22
o21bai_1	0.09
a32o_2	0.27
a21oi_2	0.12
area by class of cell:
cell class	count	area (µm²)
clock inverters	5	103
repair buffers	19	170
flip-flops and latches	66	1600
fillers	592	2780
well taps	96	120
clock buffers	11	131
inverters	15	56.3
multi-input cells	291	2020
Yosys cell counts, types with 2 or more instances:
library cell / n / area share [%]
o21a_1: 2 / 0.41
nor4bb_1: 2 / 0.54
o21ai_0: 22 / 3.0
nor4b_1: 2 / 0.47
o211ai_1: 3 / 0.61
nor2_1: 42 / 4.3
xor2_1: 19 / 4.5
xnor2_1: 22 / 5.2
nand4_1: 12 / 2.0
dfxtp_1: 10 / 5.4
and2_1: 6 / 1.0
and3_1: 11 / 1.9
nor4_1: 2 / 0.34
nor3_1: 10 / 1.4
ha_1: 18 / 6.1
mux2i_1: 11 / 3.0
buf_4: 4 / 0.81
nand2b_1: 3 / 0.51
or3_1: 2 / 0.34
a21oi_1: 9 / 1.2
nand3_1: 13 / 1.8
and4_1: 2 / 0.47
dfrtp_1: 56 / 38
inv_1: 15 / 1.5
nor2b_1: 4 / 0.68
a31oi_1: 3 / 0.51
a21o_1: 5 / 1.0
nand2_1: 37 / 3.8
clkbuf_1: 6 / 0.61
o221ai_1: 2 / 0.47
kinds of logic (layout without fill, tap and decap cells):
kind of cell	after synthesis	in the layout	synth area share (%)
xor+xnor	42	42	10.2
mux	12	12	3.29
compound gates	63	63	12.3
buf+inv	25	50	2.95
fa+ha+maj	19	19	6.37
flops	66	66	43.4
simple gates	155	155	21.5
power groups by stage:
stage	registers, W	clock network (W)	logic (W)
after CTS	0.000682	0.000700	0.0000157
after global routing	0.000682	0.000724	0.0000173
final	0.000683	0.000676	0.0000143
worst min path at each step:
stage,startpoint,to,slack [ns]
CTS,transform.divider.counter[0],transform.divider.counter[0],0.49
global route,transform.divider.counter[0],transform.divider.counter[0],0.50
finish,transform.divider.counter[0],transform.divider.counter[0],0.49
metal layers:
metal / track usage, % / share of wire, %
met1: 30.7 / 51
met4: 1.94 / 0.96
met2: 29.5 / 45
met3: 3.63 / 3.8
met5: 0 / 0
stage by stage:
stage	instances	area [µm²]	setup slack [ns]	total power, W	hold WS [ns]
after detailed placement	487	3930	0.0538	0.000712	0.475
after floorplan	382	3690	0.156	0.000706	0.446
after global routing	503	4200	0.0122	0.00142	0.501
after global placement	487	3930	0.130	0.000712	0.471
final	503	4200	0.220	0.00137	0.486
after CTS	503	4170	0.0639	0.00140	0.488
Power is estimated from default activity; no workload was simulated.
