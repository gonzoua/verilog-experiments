### flow/run.sh
#!/bin/bash
# OpenROAD 26Q1-2900-gdf79404cd8, Yosys 0.63+post, stock flow scripts
make -C /OpenROAD-flow-scripts/flow DESIGN_CONFIG=/design/flow/config.mk WORK_HOME=/design/flow/orfs finish
### flow/config.mk
export PLATFORM = sky130hd
export DESIGN_NAME = clock
export DESIGN_NICKNAME = clock
export VERILOG_FILES = /design/flow/design.v
export SDC_FILE = /design/flow/constraint.sdc
export NUM_CORES = 4
export LEC_CHECK = 1
export CORE_UTILIZATION = 40
### flow/constraint.sdc
current_design clock

set clk_period 6.5
set clk_io_pct 0.2

create_clock -name clk0 -period $clk_period [get_ports {clk}]

set non_clock_inputs [all_inputs -no_clocks]
set_input_delay [expr $clk_period * $clk_io_pct] -clock clk0 $non_clock_inputs
set_output_delay [expr $clk_period * $clk_io_pct] -clock clk0 [all_outputs]
### flow/design.v
`timescale 1ns / 1ps
module bcdcounter
	(
		input clk, reset,
		input en,
		output [7:0] data,
		output tick
	);
	reg [7:0] data_reg;
	reg tick_reg;
	always @(posedge clk, posedge reset)
		if (reset)
			begin
				data_reg <= 8'b00000000;
				tick_reg <= 0;
			end
		else
			begin
				if (en)
					begin
						if (data_reg[3:0] == 9)
							begin
								data_reg[3:0] <= 0;
								if (data_reg[7:4] == 5)
									begin
										data_reg[7:4] <= 0;
										tick_reg <= 1;
									end
								else
									begin
										data_reg[7:4] <= data_reg[7:4] + 1;
										tick_reg <= 0;
									end
							end
						else
						begin
							tick_reg <= 0;
							data_reg[3:0] <= data_reg[3:0] + 1;
						end
					end
				else
					begin
						tick_reg <= 0;
					end
			end
	assign data = data_reg;
	assign tick = tick_reg;
endmodule
`timescale 1ns / 1ps
module clock(
		input clk, reset,
		output [7:0] sec, min
    );
	localparam DVSR = 5000000;
	reg [22:0] ms_reg;
	wire [22:0] ms_next;
	reg[3:0] dsec_reg;
	wire [3:0] dsec_next;
	wire dsec_en;
	wire dsec_tick, sec_tick;
	always @(posedge clk, posedge reset)
		if (reset)
			begin
				dsec_reg <= 4'b0000;
				ms_reg <= 22'b0;
			end
		else
			begin
				dsec_reg <= dsec_next;
				ms_reg <= ms_next;
			end
	assign ms_next = (ms_reg == DVSR) ? 22'b0 : (ms_reg + 1);
	assign ms_tick = (ms_reg == DVSR);
	assign dsec_en = ms_tick;
	assign dsec_next = (dsec_en && (dsec_reg == 9)) ? 4'b0 :
									dsec_en ? dsec_reg + 1 : dsec_reg;
	assign dsec_tick = (dsec_reg == 9);							
	bcdcounter seconds(
		.clk(clk), .reset(reset), .en(dsec_tick && ms_tick), .tick(sec_tick), .data(sec)
		);
	bcdcounter minutes(
		.clk(clk), .reset(reset), .en(sec_tick), .tick(), .data(min)
		);
endmodule
==> impl_metrics.tcl <==
# metrics dict for downstream scripts
set metrics [dict create \
    root_buffer "clkbuf_8" \
    timing.rr.start "ms_reg[2]" \
    fmax_ghz 0.391 \
    max_slew_margin 0.581 \
    ctsHoldBuffers 0 \
    cpLargestDelayFamily "buffers and inverters" \
    cts_buffers 5 \
    yosysSeqAreaShare 0.495 \
    ys.flop_type "dfrtp_1" \
    avgSynthCellArea_um2 10.6 \
    rsz0062_at_grt "false" \
    rows 26 \
    viasPerCell 5.38 \
    core_area_um2 5240 \
    cts_buffer_depth 2 \
    start_kind "register" \
    leakage_uw 0.00115 \
    worstMarginPinSlew_ns 0.623 \
    finalMaxSlewViolations 0 \
    track_usage 0.157 \
    gp_congestion 1.01 \
    cts_setup_buffers 0 \
    die.size.y_um 76.6 \
    final-hold-violation-count 0 \
    slowest_delay_ns 0.50 \
    critPathMaxFanout 8 \
    hold_end "minutes.data_reg[0]" \
    edf_count 0 \
    cts_resized 0 \
    synth_area_um2 2220 \
    drt_wl_total_um 4030 \
    grt_pass1_wl_um 7210 \
    drtIter0Drc 104 \
    ant_nets 0 \
    ys_cells 210 \
    io_pins 18 \
    holdPathStages 1 \
    hold_path.class "register to register" \
    warnings 27 \
    yosys_area_um2 2220 \
    first_pass_iters 5 \
    clkTransAtPathRegs_ns 0.08 \
    peakVddDrop_mv 0.135 \
    setup_viol 0 \
    wl_per_cell_um 13.3 \
    final.setup.tns_ns 0 \
    route.detailed.drc 0 \
    synthArstFlopShare 1.00 \
    crit_chain "clkdlybuf4s50_1" \
    status "finished clean" \
    cts_htree_levels 2 \
    cts.sink_count 44 \
    holdWs_ns 0.491 \
    crit_type "register to primary output" \
    hpwl_um 2740 \
    largest_register_ffs 23 \
    antenna_found_initial 0 \
    fp_util 0.425 \
    drv_cap 0 \
    drive_above_1_share 0.0769 \
    fin_crit_sh 0.394 \
    critPathCaptureType "primary output" \
    ys_types 43 \
    cts_tree "done" \
    yosysWarningCount 3 \
    vias 1636 \
    fp.dieW_um 76.6 \
    period_minus_slack_ns 2.56 \
    worst-path-buf-inv 1 \
    chipArea_um2 5860 \
    r2r_end "dsec_reg[0]" \
    overflow 0 \
    clock_skew_ns 0.00684 \
    power_density_nw_per_um2 193 \
    antenna_cells 0 \
    critPathSlowestCell "clkdlybuf4s50_1" \
    synth_cells 210 \
    worstSkewPairLatency_ns 0.29 \
    arrival_ns 1.26 \
    grt_pass1_vias 1464 \
    r2r_cells 4 \
    syn_to_final_growth_pct 17.2 \
    synth_flops 44 \
    hold_path_startpoint "seconds.tick_reg" \
    r2r_setup_slack_ns 4.16 \
    io_buffer_count 17 \
    required_ns 5.20 \
    grt_max_degree 45 \
]
[logic make-up (layout without fill, tap and decap cells)]
logic type / count (synthesis) / count (layout) / share of synthesized area
muxes: 8 / 8 / 0.0388
and+or+nand+nor: 100 / 100 / 0.270
AOI/OAI and AO/OA: 17 / 17 / 0.0518
xor gates and xnor gates: 26 / 26 / 0.102
buffers and inverters: 11 / 35 / 0.0197
adders and majority gates: 4 / 4 / 0.0225
DFF: 44 / 44 / 0.495
[synthesized netlist by cell type, types with 2 or more instances]
cell type	count	area, um^2
a21oi_1	4	20.0
and2_1	2	12.5
and3_1	6	37.5
and4_1	7	61.3
buf_2	2	10.0
dfrtp_1	44	1100
ha_1	4	50.1
inv_1	9	33.8
mux2_2	5	56.3
mux2i_1	3	30.0
nand2_1	14	52.6
nand2b_1	2	12.5
nand3_1	12	60.1
nand4_1	7	43.8
nor2_1	15	56.3
nor2b_1	6	37.5
nor3_1	5	25.0
nor4_1	5	31.3
nor4b_1	4	35.0
nor4bb_1	2	20.0
o21ai_0	4	20.0
or4_1	3	22.5
xnor2_1	18	158
xor2_1	8	70.1
[cell type report]
cell class	instances	area [um^2]
Sequential cell	44	1100
Clock inverter	1	30.0
Tap cell	70	87.6
Timing Repair Buffer	18	178
Fill cell	480	2630
Inverter	9	33.8
Clock buffer	7	96.3
Multi-Input combinational cell	155	1080
[metrics by stage]
step / total power, uW / instance area (um^2) / worst slack [ns] / instances / utilization
3_5_place_dp: 286 / 2480 / 4.17 / 296 / 0.473
4_1_cts: 514 / 2610 / 3.92 / 304 / 0.498
6_report: 504 / 2610 / 3.94 / 304 / 0.498
3_3_place_gp: 286 / 2480 / 4.26 / 296 / 0.473
5_1_grt: 529 / 2610 / 3.87 / 304 / 0.498
2_1_floorplan: 283 / 2220 / 4.17 / 210 / -
[per-layer routing]
layer | share of wire | vias to the layer above | GRT usage
met5 | 0 | - | 0
met2 | 0.44 | 32 | 0.220
met4 | 0.011 | 0 | 0.0192
li1 | - | 810 | -
met1 | 0.51 | 789 | 0.275
met3 | 0.041 | 5 | 0.0243
[cells in the final DEF, fill, tap and decap left out, drive strengths merged, types with 2 or more instances in the layout]
| master | synthesis | routed |
|---|---|---|
| and2 | 2 | 2 |
| and3 | 6 | 6 |
| clkbuf | 0 | 7 |
| xnor2 | 18 | 18 |
| o21ai | 4 | 4 |
| nand3 | 12 | 12 |
| clkdlybuf4s50 | 0 | 17 |
| nor4 | 6 | 6 |
| xor2 | 8 | 8 |
| or4 | 3 | 3 |
| nor2 | 16 | 16 |
| nor4bb | 2 | 2 |
| nand4b | 2 | 2 |
| and4 | 7 | 7 |
| inv | 9 | 8 |
| nand4 | 7 | 7 |
| a21oi | 4 | 4 |
| nand2b | 2 | 2 |
| nor3 | 5 | 5 |
| ha | 4 | 4 |
| nor4b | 4 | 4 |
| mux2i | 3 | 3 |
| nor2b | 6 | 6 |
| dfrtp | 44 | 44 |
| nand2 | 14 | 14 |
| mux2 | 5 | 5 |
[power by group]
group          leakage (uW)  switching (uW)  internal, uW
Sequential         0.000605               0           273
Combinational      0.000483            5.19         0.967
Clock             0.0000645            88.5           136
[how the worst max path moves through the flow]
stage                   start      to  slack (ns)  cells after the start
5_1_grt   minutes.data_reg[1]  min[1]        3.87                      1
4_1_cts   minutes.data_reg[1]  min[1]        3.92                      1
6_report  minutes.data_reg[1]  min[1]        3.94                      1
Power and IR drop assume default switching activity.
